$ cat design/flow/design.v
`timescale 1ns / 1ps
module RegisterFile(ReadRegister1, ReadRegister2, WriteRegister, WriteData, RegWrite, nowrite, Clk, ReadData1, ReadData2, s1, s2, s3, s4, writeRA, PCounter);
	input [4:0] ReadRegister1, ReadRegister2, WriteRegister;
    input [31:0] WriteData, PCounter;
    input RegWrite, Clk, nowrite, writeRA;
    reg [31:0] register [0:31];
    integer i = 0;
    output [31:0] s1, s2, s3, s4;	
    output [31:0] ReadData1, ReadData2;
    initial begin
         for(i=0; i < 32; i=i+1)
                register[i] = 0;
    end
   assign ReadData1 = register[ReadRegister1];
   assign ReadData2 = register[ReadRegister2]; 
   always@( negedge Clk) begin
            if(writeRA == 1)
               register[31] <= (PCounter + 4) >> 2;  
            if(RegWrite == 1 && nowrite != 1)
               register[WriteRegister] <= WriteData;
       end
       assign s1 = register[17];
       assign s2 = register[18];
       assign s3 = register[19];
       assign s4 = register[20];
endmodule
$ cat design/flow/run.sh
#!/bin/bash
# OpenROAD 26Q1-2900-gdf79404cd8, Yosys 0.63+post, stock flow scripts
make -C /OpenROAD-flow-scripts/flow DESIGN_CONFIG=/design/flow/config.mk WORK_HOME=/design/flow/orfs finish
$ cat design/flow/config.mk
export PLATFORM = sky130hd
export DESIGN_NAME = RegisterFile
export DESIGN_NICKNAME = RegisterFile
export VERILOG_FILES = /design/flow/design.v
export SDC_FILE = /design/flow/constraint.sdc
export NUM_CORES = 4
export LEC_CHECK = 1
export CORE_UTILIZATION = 40
$ cat design/flow/constraint.sdc
current_design RegisterFile

set clk_period 11.5
set clk_io_pct 0.2

create_clock -name clk0 -period $clk_period [get_ports {Clk}]

set non_clock_inputs [all_inputs -no_clocks]
set_input_delay [expr $clk_period * $clk_io_pct] -clock clk0 $non_clock_inputs
set_output_delay [expr $clk_period * $clk_io_pct] -clock clk0 [all_outputs]
==> PnR_summary.wiki <==
=== Physical design figures ===
{| class="wikitable"
! Metric !! Value
|-
| Antenna-violating nets left || 1
|-
| Worst slew margin || 0.4005
|-
| Count of final setup violators || 0
|-
| Width of the die || 353.0 um
|-
| Cells after synthesis || 3541
|-
| Power density relative to cell area || 164.1 nW/um^2
|-
| Final worst slack || 412.0 ps
|-
| Leading registers by flop count || register x1024
|-
| Register with the most flip-flops || register
|-
| H-tree depth reported by CTS || 3
|-
| Crit path DAT || 8790 ps
|-
| Worst setup EP type || output pin
|-
| Number of iterations in the first detailed-routing pass || 7
|-
| Total leakage power || 26.85 nW
|-
| Amount of wire on met3 after detailed routing || 25280 um
|-
| Worst setup timing slack at the placement stage || 787.3 ps
|-
| Violations in the final reports || antenna violations
|-
| Routed via count || 36110
|-
| Crit Path Class || reg -> out
|-
| Post-synth seq share || 0.6239
|-
| Count of hold-fix buffers inserted at cts || 0
|-
| Top logic cells by instance count in the layout || sky130_fd_sc_hd__inv_1, sky130_fd_sc_hd__mux2i_1, sky130_fd_sc_hd__edfxtp_1
|-
| Combined flip-flop and latch cell area || 30750 um^2
|-
| Average wire length per cell after detail routing || 25.05 um
|-
| Combinational fraction of design power || 0.080
|-
| TritonCTS buffer count || 114
|-
| Count of yosys warnings during synthesis || 1
|-
| Critical path required time || 9200 ps
|-
| Worst hold path class || in -> out
|-
| Clock transition at the registers of the reported paths || 30 ps
|-
| Total Routed Length || 163900 um
|-
| Global-route usage over all layers || 0.2796
|-
| Cell-internal power || 0.007344 W
|-
| OpenROAD warnings || 1029
|-
| Number of cells in the yosys synthesis report || 3541
|-
| Post-Route Hold Slack || 6005 ps
|-
| Setup TNS || 0 ps
|-
| Count of input and output buffers || 272
|-
| Area growth syn-to-layout || 26.64%
|-
| Clock network fraction of total power || 0.511
|-
| Yosys chip area || 49280 um^2
|-
| Critical hold path startpoint || ReadRegister2[1]
|-
| Post-synth tally of flip-flops with integrated enable || 1024
|-
| Std cell rows || 128
|-
| Core region area || 122000 um^2
|-
| Vias in the first global route || 38600
|-
| Hold Fails Final Rpt || 0
|-
| Max Transition Viols Final || 0
|-
| Last weighted congestion value of the routability-driven placer || 0.8913
|-
| Number of design-rule violations left by the first detailed-router iteration || 2292
|-
| Layout Cell Area excl Fill || 62410 um^2
|-
| Max cap viols || 0
|-
| Post-cts resize count || 0
|-
| Pin count of the biggest net entering global routing || 93
|-
| Unrepaired setup endpoints after global routing || false
|-
| Netlist area before placement || 49280 um^2
|-
| Worst Tran Pin Value || 895.1 ps
|-
| Switching power || 0.002898 W
|-
| Post-Place Cell Area || 54520 um^2
|-
| Largest area contributor in the synthesized netlist || sky130_fd_sc_hd__edfxtp_1
|-
| Prevailing post-synth register cell || sky130_fd_sc_hd__edfxtp_1
|-
| DRC Markers || 0
|-
| Final-layout fill cell count || 10140
|-
| Average footprint of a synthesized cell || 13.92 um^2
|-
| Async set-or-reset flop fraction in the synthesized netlist || 0
|-
| TritonCTS clock tree || done
|-
| Main area contributors || sky130_fd_sc_hd__edfxtp_1, sky130_fd_sc_hd__mux2i_1, sky130_fd_sc_hd__a22oi_1
|-
| Fraction of final layout cells with drive strength greater than 1 || 0.07572
|-
| Portion of total power attributed to sequential cells || 0.410
|-
| Critical path launch point type || flop
|-
| Top Layer Used || met5
|-
| Starting density of the core || 0.4038
|-
| Flip-flop count of the largest register after layout || 1024
|-
| Wire length of the first global-routing pass || 235000 um
|-
| DIE AREA || 124600 um^2
|-
| CTS root buffer || sky130_fd_sc_hd__clkbuf_16
|-
| Flops out of synthesis || 1024
|-
| Top cell excl fill/tap || sky130_fd_sc_hd__inv_1
|-
| Met2 layer wire length in the routed design || 75470 um
|-
| Number of antenna violations at the first check in global routing || 6
|-
| Met1 WL || 59150 um
|-
| Unique cell type count in the Yosys netlist || 37
|-
| Run status || finished with violations
|-
| Mean number of vias per cell || 5.517
|-
| GRT overflow || 0
|-
| Largest vdd supply drop || 0.1487 mV
|-
| Worst hold path cell count || 6
|-
| Top fanout value on the critical path || 3
|-
| End point of the most critical hold path || ReadData2[31]
|-
| Combinational gate area || 17680 um^2
|-
| Switching Fraction || 0.2830
|-
| Number of placed I/O pins || 275
|-
| Area share of the largest cell type after synthesis || 0.6239
|-
| Post-DP HPWL || 93830 um
|-
| Post-CTS Setup Inserts || 0
|-
| Clock buffer depth || 3
|-
| Chip Height || 353.0 um
|-
| Number of clock sinks seen by CTS || 1024
|}
critical path, stage by stage (launching register included):
cell	delay (ps)
sky130_fd_sc_hd__edfxtp_1	390
sky130_fd_sc_hd__mux2i_1	200
sky130_fd_sc_hd__a22oi_1	150
sky130_fd_sc_hd__a31oi_1	710
sky130_fd_sc_hd__nand3_1	360
sky130_fd_sc_hd__clkdlybuf4s50_1	520
power by group through the flow:
stage         registers [W]  clock network (W)  logic (W)
finish              0.00420            0.00523   0.000815
CTS                 0.00419            0.00538   0.000808
global route        0.00419            0.00579   0.000864
final cells by class:
class | count | area share
antenna | 6 | 0.0002406
clock buffer | 116 | 0.04651
clock inverter | 1119 | 0.07981
inverter | 2 | 0.0001203
multi-input combinational | 2255 | 0.2832
sequential | 1024 | 0.4927
tap | 1625 | 0.03258
timing repair buffer | 397 | 0.06483
metal layers:
layer,global-route usage,vias up
li1,-,16510
met1,0.3404,17460
met2,0.3923,1867
met3,0.2051,248
met4,0.09931,12
met5,0.01208,-
Yosys cell counts (all sizes together) (24+ instances only):
cell    instances
a22oi         192
a22o          128
a21oi         197
buf           145
clkbuf        114
nor2           46
mux2i        1024
edfxtp       1024
a31oi          64
nor3           69
o21ai          24
nand3         201
nand2         233
metrics by stage:
stage,utilization,total power (W),instances
detailed placement,0.4467,0.005569,5304
CTS,0.5113,0.01039,6538
global placement,0.4467,0.005566,5304
floorplan,-,0.005174,3541
finish,0.5114,0.01024,6544
global route,0.5113,0.01085,6538
how the worst max path moves through the flow:
stage / slack [ps] / to / cells after the start / start
CTS: 390 / ReadData2[14] / 5 / register[17][14]
finish: 410 / ReadData2[14] / 5 / register[19][14]
global route: 180 / ReadData2[14] / 5 / register[17][14]
kinds of logic (layout without fill, tap and decap cells):
| family | count (synthesis) | in the layout | synth area share |
|---|---|---|---|
| compound gates | 605 | 605 | 0.08264 |
| flops | 1024 | 1024 | 0.6239 |
| xor+xnor | 28 | 28 | 0.004976 |
| fa+ha+maj | 1 | 1 | 0.0002538 |
| other cells | 0 | 6 | 0 |
| mux | 1024 | 1024 | 0.2080 |
| simple gates | 597 | 597 | 0.05661 |
| buf+inv | 262 | 1634 | 0.02361 |
Power figures rest on the tool's default switching activity, not on a simulated workload.
